`design/flow/config.mk`:
```
export PLATFORM = sky130hd
export DESIGN_NAME = ALUControl
export DESIGN_NICKNAME = ALUControl
export VERILOG_FILES = /design/flow/design.v
export SDC_FILE = /design/flow/constraint.sdc
export NUM_CORES = 4
export LEC_CHECK = 1
export CORE_AREA = 10 10 70 70
export DIE_AREA = 0 0 80 80
```
`design/flow/run.sh`:
```
#!/bin/bash
# OpenROAD 26Q1-2900-gdf79404cd8, Yosys 0.63+post, stock flow scripts
make -C /OpenROAD-flow-scripts/flow DESIGN_CONFIG=/design/flow/config.mk WORK_HOME=/design/flow/orfs finish
```
`design/flow/design.v`:
```
module ALUControl(
    input [3:0] ALUOp,
    input [5:0] Funct,
    output reg [3:0] ALUControl
);
    always @(*) begin
        case(ALUOp)
            4'b0000: ALUControl = 4'b0010; 
            4'b0001: ALUControl = 4'b0110; 
            4'b0010: 
                case(Funct)
                    6'b100000: ALUControl = 4'b0010; 
                    6'b100010: ALUControl = 4'b0110; 
                    6'b100100: ALUControl = 4'b0000; 
                    6'b100101: ALUControl = 4'b0001; 
                    6'b101010: ALUControl = 4'b0111; 
                    default:   ALUControl = 4'b0000;
                endcase
            default: ALUControl = 4'b0000;
        endcase
    end
endmodule
```
`design/flow/constraint.sdc`:
```
current_design ALUControl

set clk_period 1.7
set clk_io_pct 0.2

create_clock -name clk0 -period $clk_period

set non_clock_inputs [all_inputs -no_clocks]
set_input_delay [expr $clk_period * $clk_io_pct] -clock clk0 $non_clock_inputs
set_output_delay [expr $clk_period * $clk_io_pct] -clock clk0 [all_outputs]
```
==> impl_metrics.json <==
{
  "warning_count": 33,
  "ys_chip_area_um2": 98.8,
  "avgSynthCellArea_um2": 7.06,
  "drv_cap": 0,
  "fp.dieH_um": 80,
  "vias_per_cell": 2.28,
  "drive_gt1_share_pct": 43.8,
  "grt_max_degree": 5,
  "ys_types": 14,
  "diodes": 0,
  "min_period_ns": 1.64,
  "drc_errors": 0,
  "yosysTopAreaCell": "nor3b_2",
  "hold_class": "in -> out",
  "chip_area_mm2": 0.00640,
  "placedInstanceArea_um2": 294,
  "yosys_warnings": 1,
  "ir_worst_vdd_mv": 0.0168,
  "p_leak_nw": 0.127,
  "place.gp.congestion": 0.706,
  "finalWorstSetupSlack_ns": 0.0608,
  "arrival_ns": 1.30,
  "fin_crit_sh_pct": 96.4,
  "postCtsHoldBufs": 0,
  "nClkBuffers": 0,
  "top_cells_by_area": "nor3b_2 (13%), nor4_2 (13%), nor4bb_1 (10%), a41oi_1 (8.9%), a211oi_1 (7.6%)",
  "ant_nets": 0,
  "met3_length_um": 159,
  "grt-ovfl-total": 0,
  "end_kind": "output pin",
  "finalSetupViolCount": 0,
  "fp_util_pct": 2.89,
  "track_usage_pct": 1.73,
  "crit_buf_inv": 2,
  "start_kind": "input port",
  "dp_hpwl_um": 504,
  "status": "complete, no violations",
  "stdcell_area_um2": 315,
  "num_rows": 21,
  "antenna_found_initial": 0,
  "placement.io_buffers": 13,
  "fp.coreArea_mm2": 0.00342,
  "first_pass_iters": 2,
  "syn_area_um2": 98.8,
  "wl_met2_um": 262,
  "wl_met1_um": 197,
  "seqCellArea_um2": 0,
  "ios": 14,
  "synth_seq_share_pct": 0,
  "vias": 178,
  "max_freq_mhz": 610,
  "netlist.area_leader.share_pct": 12.7,
  "ys_cells": 14,
  "grt_pass1_wl_um": 862,
  "wirelength_um": 620,
  "min_from": "ALUOp[1]",
  "crit_path_max_incr_delay_ns": 0.29,
  "finalHoldViolCount": 0,
  "path_delay_family": "simple AND/OR/NAND/NOR gates",
  "grt_pass1_vias": 177,
  "hold_end": "ALUControl[1]",
  "area.growth.synth_to_final_pct": 219,
  "cp.required_ns": 1.36,
  "rsz0062_at_grt": "no",
  "dp_slack_ns": -0.552,
  "drt_iter0_drc": 3,
  "path_max_fanout": 2,
  "critPathSlowestCell": "nor4bb_2",
  "critical_path_class": "in -> out",
  "finalPower_uw": 46.5,
  "flop-count": 0,
  "die_x_um": 80,
  "crit_chain": "dlygate4sd2_1 > nor4bb_2 > a31oi_1 > nor4_2 > buf_2",
  "holdPathStages": 3,
  "wire_per_inst_um": 7.95,
  "nFillCells": 406,
  "slew_violations": 0,
  "power_density_mw_per_mm2": 147,
  "routed.top_layer": "met3",
  "synth_cells": 14
}
[cells in the final DEF (no fill, tap or decap), drive strengths merged]
cell type,synthesis,final
buf,1,9
dlygate4sd2,0,5
clkdlybuf4s50,0,2
nor2,1,1
nor4bb,1,1
a31oi,1,1
nor3b,1,1
nand2,1,1
nor4,1,1
nand2b,1,1
nand3,1,1
a211oi,1,1
nor2b,1,1
a41oi,1,1
nor3,1,1
conb,1,1
clkdlybuf4s15,0,1
clkbuf,0,1
dlymetal6s2s,0,1
[stage by stage]
step	util (%)	setup TNS, ns	hold WS [ns]	std cells
finish	9.23	0	1.04	78
global route	9.23	0	1.07	78
CTS	9.01	-0.0403	1.30	77
detailed placement	8.61	-1.50	1.66	74
global placement	8.61	-1.46	1.66	74
floorplan	-	0	0.693	14
[area by class of cell]
| class | instances | area, um^2 | area share [%] |
|---|---|---|---|
| timing repair buffer | 19 | 151 | 48.0 |
| tap | 46 | 57.6 | 18.3 |
| multi-input combinational | 13 | 106 | 33.7 |
[how the worst max path moves through the flow]
stage	start	endpoint	slack (ns)	cells past startpoint
CTS	Funct[4]	ALUControl[0]	-0.04	7
global route	Funct[3]	ALUControl[0]	0.002	5
finish	Funct[3]	ALUControl[0]	0.06	5
[tightest hold or removal path, cell delays in order]
cell and delay (ns):
dlymetal6s2s_1 0.15, a211oi_1 0.09, buf_2 0.12
[kinds of logic (layout without fill, tap and decap cells)]
family / after synthesis / count (layout) / share of synthesized area, %
compound gates: 3 / 3 / 22.8
buf+inv: 1 / 19 / 7.60
other cells: 1 / 1 / 3.79
simple gates: 9 / 9 / 65.8
[repair_timing]
item | 4_1_cts | 5_1_grt
endpoints found under the hold margin | 0 | 0
resized | 19 | 4
pin swaps | 5 | 4
setup endpoints to repair | 3 | 3
setup buffers | 3 | 1
[layer usage]
| layer | vias up | track usage, % |
|---|---|---|
| li1 | 89 | - |
| met1 | 80 | 1.65 |
| met2 | 9 | 2.65 |
| met3 | 0 | 1.93 |
| met4 | 0 | 0 |
| met5 | - | 0 |
[power breakdown]
part | internal (mW) | switching [mW]
Sequential | 0 | 0
Combinational | 0.0296 | 0.0169
Clock | 0 | 0
Total | 0.0296 | 0.0169
